===== flow/run.sh =====
#!/bin/bash
# OpenROAD 26Q1-2900-gdf79404cd8, Yosys 0.63+post, stock flow scripts
make -C /OpenROAD-flow-scripts/flow DESIGN_CONFIG=/design/flow/config.mk WORK_HOME=/design/flow/orfs finish

===== flow/config.mk =====
export PLATFORM = sky130hd
export DESIGN_NAME = tinyalu
export DESIGN_NICKNAME = tinyalu
export VERILOG_FILES = /design/flow/design.v
export SDC_FILE = /design/flow/constraint.sdc
export NUM_CORES = 4
export LEC_CHECK = 1
export CORE_UTILIZATION = 30

===== flow/constraint.sdc =====
current_design tinyalu

set clk_period 8.3
set clk_io_pct 0.2

create_clock -name clk0 -period $clk_period [get_ports {clk}]

set non_clock_inputs [all_inputs -no_clocks]
set_input_delay [expr $clk_period * $clk_io_pct] -clock clk0 $non_clock_inputs
set_output_delay [expr $clk_period * $clk_io_pct] -clock clk0 [all_outputs]

===== flow/design.v =====
module tinyalu (input [7:0] A,
    input [7:0] B,
    input [2:0] op,
    input clk,
    input reset_n,
    input start,
    output done,
    output [15:0] result);
  wire [15:0]          result_aax, result_mult;
  wire               start_single, start_mult;
  wire                   done_aax;
  wire                   done_mult;
  assign start_single = start & ~op[2];
  assign start_mult   = start & op[2];
  single_cycle and_add_xor (.A, .B, .op, .clk, .reset_n, .start(start_single),
    .done(done_aax), .result(result_aax));
  three_cycle mult (.A, .B, .op, .clk, .reset_n, .start(start_mult),
    .done(done_mult), .result(result_mult));
  assign done = (op[2]) ? done_mult : done_aax;
  assign result = (op[2]) ? result_mult : result_aax;
endmodule  
module single_cycle(input [7:0] A,
    input [7:0] B,
    input [2:0] op,
    input clk,
    input reset_n,
    input start,
    output logic done,
    output logic [15:0] result);
  always @(posedge clk)
    if (!reset_n)
      result <= 0;
    else
      case(op)
        3'b001 : result <= {8'd0,A} + {8'd0,B};
        3'b010 : result <= {8'd0,A} & {8'd0,B};
        3'b011 : result <= {8'd0,A} ^ {8'd0,B};
        default : result <= {A,B};
      endcase  
  always @(posedge clk)
    if (!reset_n)
      done <= 0;
    else
      done <= ((start == 1'b1) && (op != 3'b000));
endmodule : single_cycle
module three_cycle(input [7:0] A,
    input [7:0] B,
    input [2:0] op,
    input clk,
    input reset_n,
    input start,
    output logic done,
    output logic [15:0] result);
  logic [7:0]             a_int, b_int;
  logic [15:0]            mult1, mult2;
  logic             done1, done2, done3;
  always @(posedge clk)
    if (!reset_n) begin
      done  <= 0;
      done3 <= 0;
      done2 <= 0;
      done1 <= 0;
      a_int <= 0;
      b_int <= 0;
      mult1 <= 0;
      mult2 <= 0;
      result<= 0;
    end else begin  
      a_int  <= A;
      b_int  <= B;
      mult1  <= a_int * b_int;
      mult2  <= mult1;
      result <= mult2;
      done3  <= start & !done;
      done2  <= done3 & !done;
      done1  <= done2 & !done;
      done   <= done1 & !done;
    end  
endmodule : three_cycle

==> impl_metrics.tcl <==
# collected from the flow reports
set metrics [dict create \
    drcViolationCount 0 \
    cap_violations 0 \
    cts-buffers-inserted 9 \
    warnings 25 \
    critical_path_required_ns 6.64 \
    yosysTopAreaCell "dfxtp_1" \
    ys_ff 85 \
    power.density_nw_per_um2 174.1 \
    fmax_mhz 205.7 \
    setup_tns_ns 0 \
    power_leakage_uw 0.002776 \
    cp-start-kind "primary input" \
    root_buffer "clkbuf_16" \
    timing.final.crit_period_ns 4.861 \
    area_growth_pct 18.71 \
    synth_cell_types 55 \
    grt_max_degree 69 \
    outcome "complete, no violations" \
    grt_pass1_vias 3370 \
    cts_setup_buffers 0 \
    holdPathStages 1 \
    antenna_found_initial 0 \
    synth_seq_share_pct 33.21 \
    cts_resized 0 \
    cts-htree-levels 3 \
    hold_end "mult.mult2[4]$_SDFF_PN0_" \
    layout-drive-gt1-share_pct 9.220 \
    antennaDiodeCount 0 \
    coreArea_sq_um 16640 \
    finalCritPeriodShare_pct 58.57 \
    fp_util_pct 30.79 \
    ios 39 \
    hold_buffers 0 \
    vias 3515 \
    chipHeight_microns 132.7 \
    dr.first_iter.drc_count 118 \
    yosys_area_sq_um 5124 \
    finClkSkew_ns 0.01075 \
    syn_area_sq_um 5124 \
    most_common_cell "and2_1" \
    port_buffers 38 \
    post_drt_wl_per_cell_microns 13.60 \
    drv_slew 0 \
    die_width_microns 132.7 \
    cts_sinks 85 \
    syn_inst 520 \
    overflow 0 \
    peakVddDrop_v 0.0001508 \
    top_cells_by_area "dfxtp_1, fa_1, and2_1, ha_1, mux2_2" \
    ys_async_sr_fraction_pct 0 \
    timing.rr.start "mult.a_int[0]$_SDFF_PN0_" \
    hold_viol_final 0 \
    grt_setup_unrepaired "false" \
    clk_latency_ns 0.35 \
    timing.rr.end "mult.mult1[14]$_SDFF_PN0_" \
    edf_count 0 \
    ys_cells 520 \
    top_cell_area_share_pct 33.21 \
    ys_warn_count 2 \
    min-delay-start "mult.mult1[4]$_SDFF_PN0_" \
    ant_nets 0 \
    arrival_ns 3.20 \
    path_max_fanout 24 \
    dieArea_sq_um 17610 \
    clockBufferDepth 2 \
    dr.pass1.iters 4 \
    clk_pin_slew_worst_paths_ns 0.07 \
    avgViaCountPerCell 4.483 \
    endpoint_kind "primary output" \
    ys_top_cells_by_count "and2_1, dfxtp_1, inv_1, ha_1, fa_1" \
    place_hpwl_mm 8.303 \
    grt_pass1_wl_mm 17.57 \
    regToRegSetupSlack_ns 3.96 \
    rows 47 \
    fill_cells 1624 \
    r2r_cells 14 \
    placedCellCount 768 \
    instances_no_fill 784 \
    worst_slew_pin_slew_ns 0.7181 \
    flop_cell "dfxtp_1" \
    grtUsageTotal_pct 13.08 \
    wirelength_mm 10.66 \
    cts_tree "yes" \
    relSlewSlack_pct 52.08 \
    place.gp.congestion 0.8124 \
    syn_area_per_cell_sq_um 9.853 \
    logic_area_sq_um 3169 \
    area.sequential_sq_um 1702 \
    crit_type "in -> out" \
    hp-class "reg -> reg" \
    final-setup-viol-count 0 \
]
[layer usage]
| layer | wire length, microns | GRT usage, % | vias to the layer above |
|---|---|---|---|
| li1 | - | - | 1780 |
| met1 | 5416 | 20.77 | 1669 |
| met2 | 4791 | 19.91 | 53 |
| met3 | 308 | 1.875 | 13 |
| met4 | 145 | 1.533 | 0 |
| met5 | 0 | 0 | - |
[worst max-delay path, stage by stage]
cell,delay [ns]
clkdlybuf4s50_1,0.45
buf_4,0.29
mux2_2,0.38
clkdlybuf4s50_1,0.40
[registers in the layout, indices dropped and copies added, names as in the netlist]
register and flops:
and_add_xor.result 16, mult.mult1 16, mult.mult2 16, mult.result 16, mult.a_int 8, mult.b_int 8, and_add_xor.done 1, mult.done 1
mult.done1 1, mult.done2 1, mult.done3 1
[power breakdown]
group	internal (uW)	switching, uW	leakage [uW]
combinational	77.0	86.3	0.00191
clock	272	179	0.000164
sequential	431	13.7	0.000697
total	780	279	0.00278
[how the worst max path moves through the flow]
stage,start,endpoint,cells past startpoint
CTS,op[2],result[12],4
global route,op[2],result[12],4
finish,op[2],result[12],4
[cell usage in the layout, fill, tap and decap left out, drive strengths merged, types with 3 or more instances in the layout]
cell type and instances:
and2 106, dfxtp 85, inv 57, ha 44
fa 37, clkdlybuf4s50 37, nand2 25, a21oi 24
mux2 19, nor2 17, o21ai 13, nor2b 9
clkbuf 9, xor2 7, and3 5, a21o 5
o22ai 5, nand2b 5, nor3 5, nand3 4
a31oi 3, xnor2 3, a211oi 3, o211ai 3
buf 3
[metrics by stage]
step / setup WS, ns / hold WS (ns) / cell area [sq um] / util [%] / total power, uW
final: 3.439 / 0.4276 / 6082 / 36.55 / 1059
after global routing: 3.371 / 0.4415 / 6082 / 36.55 / 1117
after CTS: 3.431 / 0.4313 / 6082 / 36.55 / 1075
after detailed placement: 3.437 / 0.4144 / 5739 / 34.49 / 618.2
after global placement: 3.457 / 0.4067 / 5739 / 34.49 / 617.3
after floorplan: 4.458 / 0.4057 / 5124 / - / 561.3
[final cells by class]
cell class	instances	share of cell area [%]
multi-input combinational	369	52.11
sequential	85	27.98
timing repair buffer	40	6.418
tap	220	4.526
clock buffer	9	3.703
inverter	54	3.333
clock inverter	7	1.934
[logic make-up after synthesis]
family                     share of synthesized area, %
muxes                                             4.567
AOI/OAI and AO/OA                                 9.402
buffers and inverters                             4.933
xor gates and xnor gates                          1.710
and+or+nand+nor                                   20.98
adders and majority gates                         25.20
DFF                                               33.21
No activity file was given, so power comes from the tool's default toggle rates.
